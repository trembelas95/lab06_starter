[flow/run.sh]
#!/bin/bash
# OpenROAD 26Q1-2900-gdf79404cd8, Yosys 0.63+post, stock flow scripts
make -C /OpenROAD-flow-scripts/flow DESIGN_CONFIG=/design/flow/config.mk WORK_HOME=/design/flow/orfs finish
[flow/config.mk]
export PLATFORM = sky130hd
export DESIGN_NAME = regfile
export DESIGN_NICKNAME = regfile
export VERILOG_FILES = /design/flow/design.v
export SDC_FILE = /design/flow/constraint.sdc
export NUM_CORES = 4
export LEC_CHECK = 1
export CORE_UTILIZATION = 30
[flow/constraint.sdc]
current_design regfile

set clk_period 7.1
set clk_io_pct 0.2

create_clock -name clk0 -period $clk_period [get_ports {clk}]

set non_clock_inputs [all_inputs -no_clocks]
set_input_delay [expr $clk_period * $clk_io_pct] -clock clk0 $non_clock_inputs
set_output_delay [expr $clk_period * $clk_io_pct] -clock clk0 [all_outputs]
[flow/design.v]
module regfile(input             clk, 
               input             we3, 
               input      [4:0]  ra1, ra2, wa3, 
               input      [31:0] wd3, 
               output  [31:0] rd1, rd2);
  reg [31:0] rf[31:0];
  always @(posedge clk)
    if (we3)
	   rf[wa3] <= wd3;	
  assign #50 rd1 = (ra1 == 0)? 0
                             : (we3 && (ra1 == wa3)) ? wd3
                                                     : rf[ra1];
  assign #50 rd2 = (ra2 == 0)? 0
                             : (we3 && (ra2 == wa3)) ? wd3
                                                     : rf[ra2];
endmodule
==> impl_metrics.ini <==
; flow metrics
[synth]
yosysWarnings = 1
top_cells_by_count = edfxtp_1, mux4_2, mux2i_1, a22oi_1, a21oi_1
top_cell_area_share_pct = 64.5
ys_cells = 2543
syn_avg_cell_area_um2 = 18.8
synth_cell_types = 52
ff_type = edfxtp_1
ys_seq_share_pct = 64.5
edf_count = 1024
ys_area_um2 = 47700
area_leaders = edfxtp_1, mux4_2, mux2i_1, a22oi_1, o221ai_1
top_area_cell = edfxtp_1
yosys_register_bits = 1024
syn_inst = 2543
async_flop_share_pct = 0
yosysMostFrequentCell = edfxtp_1
syn_area_um2 = 47700

[pwr]
vdd_ir_drop_max_v = 0.000180
power_density_nw_per_um2 = 242
totalPowerFinal_mw = 13.4
leakagePower_nw = 17.2

[final_timing]
max_freq_mhz = 161
hold_viol = 0
final_period_minus_worst_setup_slack_ns = 6.22
slew_viol_final = 0
setup_viol = 0
relSlewSlack_pct = 30.8
fin_setup_tns_ns = 0
timing.hold.ws_ns = 1.54
rsz0062_at_grt = false
tightest_slew_ns = 1.04
finalCritPeriodShare_pct = 87.6
layout_setup_ws_ns = 0.880

[grt]
grt_max_degree = 84
grt_pass1_wl_um = 219000
antenna_found_initial = 3
track_usage_pct = 20.4
grt_pass1_vias = 30600
grt_remaining_overflow = 0

[hold_path]
hp-class = in2reg
hold_depth = 2
hold_end = rf[11][3]$_DFFE_PP_
holdCritStartpoint = wd3[3]

[route]
drtIter0Drc = 1961
dr.pass1.iters = 7
viasPerCell = 5.72
drc = 0
drtAntennaViolNets = 0
vias = 27600
wire_per_inst_um = 31.9
drt-total-wl_um = 154000
diodes = 0

[clock_tree]
root_buffer = clkbuf_16
cts_buffers = 103
cts_tree = done
postCtsSetupBuffers = 0
cts_max_path_buffers = 3
htree_levels = 3
ctsHoldBuffers = 0
cts_resized = 0
clk_pin_slew_ns = 0.06
clkSinkCount = 1024

[worst_setup_path]
start_kind = primary input
worstPathArrival_ns = 4.80
path_max_fanout = 12
worstPathRequired_ns = 5.68
crit_path_end_kind = output port
setup.worst_path.class = in2out

[cells_and_area]
fin_util_pct = 35.1
top_regs = rf x1024
drive_gt1_share_pct = 28.0
top_register = rf
syn_to_final_growth_pct = 15.6
largest_reg_flops = 1024

[placed_design]
dp_slack_ns = 0.971
port_buffers = 112
place_hpwl_um = 88400
gp_congestion = 0.884

[floorplanning]
die-area_um2 = 161000
fp_util_pct = 30.4
die_h_um = 401
core_um2 = 157000
rows = 145
die_w_um = 401
io_pins = 113

[status]
status = finished clean

[run]
warning_count = 26
drv_cap = 0
## cell type report
type / instances / area [um2]
Fill cell: 14500 / 102000
Clock buffer: 123 / 2740
Inverter: 2 / 7.51
Clock inverter: 61 / 503
Timing Repair Buffer: 260 / 2370
Multi-Input combinational cell: 1298 / 16200
Tap cell: 2058 / 2570
Sequential cell: 1024 / 30700
## critical path, cell delays in order
cell             delay, ns
clkdlybuf4s50_1       0.58
xor2_1                0.23
nor4_1                0.71
and3_2                0.57
buf_4                 0.37
nand3_1               0.13
o211ai_1              0.23
clkdlybuf4s50_1       0.55
## per-layer routing
layer	GRT usage, %	up-vias	share of wire [%]
met4	5.99	10	3.7
li1	-	11300	-
met1	22.6	13900	32
met3	15.9	304	18
met2	30.4	2116	46
met5	0.892	-	0.16
## cells by family (layout without fill, tap and decap cells)
group,count (synthesis),after routing,share of synthesized area (%)
AND-OR/OR-AND,446,446,6.86
AND/OR/NAND/NOR,199,199,1.95
XOR/XNOR,10,10,0.184
buffers and inverters,221,446,2.25
flip-flops,1024,1024,64.5
multiplexers,643,643,24.3
## metrics by stage
step / area (um2) / cells
6_report: 55100 / 4826
5_1_grt: 55100 / 4826
4_1_cts: 55100 / 4826
3_5_place_dp: 51900 / 4642
3_3_place_gp: 51900 / 4642
2_1_floorplan: 47700 / 2543
## placed cells by master, fill, tap and decap left out, types with 8 or more instances in the layout
cell type | synthesis | final
nor2_1 | 43 | 8
clkdlybuf4s50_1 | 0 | 103
a211oi_1 | 16 | 16
nand2_1 | 100 | 100
edfxtp_1 | 1024 | 1024
buf_4 | 16 | 140
clkinv_2 | 0 | 14
o22ai_1 | 11 | 11
clkbuf_16 | 0 | 107
o221ai_1 | 65 | 65
buf_12 | 0 | 11
mux2i_1 | 215 | 215
a221oi_1 | 8 | 8
o2bb2ai_1 | 16 | 16
nor2_4 | 0 | 36
o21ai_0 | 11 | 11
a22oi_1 | 139 | 139
a32o_1 | 32 | 32
a21oi_1 | 105 | 105
clkbuf_1 | 104 | 16
bufinv_16 | 0 | 8
mux2_2 | 18 | 18
clkinv_1 | 0 | 31
o211ai_1 | 9 | 9
nand2b_1 | 10 | 10
mux4_2 | 408 | 408
## worst max-delay path by stage
stage      start      end  slack, ns  cells after the start
4_1_cts   wa3[2]  rd1[27]       0.96                      8
5_1_grt   wa3[2]  rd1[27]       0.68                      8
6_report  wa3[2]  rd1[27]       0.88                      8
## report_power, final
part / internal (mW) / leakage [nW] / switching [mW]
registers: 6.73 / 9.22 / 0.0278
clock network: 3.02 / 1.58 / 2.32
logic: 0.541 / 6.44 / 0.720
No activity file was given, so power comes from the tool's default toggle rates.
