### flow/config.mk
export PLATFORM = sky130hd
export DESIGN_NAME = alu
export DESIGN_NICKNAME = alu
export VERILOG_FILES = /design/flow/design.v
export SDC_FILE = /design/flow/constraint.sdc
export NUM_CORES = 4
export LEC_CHECK = 1
export CORE_UTILIZATION = 50
### flow/run.sh
#!/bin/bash
# OpenROAD 26Q1-2900-gdf79404cd8, Yosys 0.63+post, stock flow scripts
make -C /OpenROAD-flow-scripts/flow DESIGN_CONFIG=/design/flow/config.mk WORK_HOME=/design/flow/orfs finish
### flow/constraint.sdc
current_design alu

set clk_period 19.8
set clk_io_pct 0.2

create_clock -name clk0 -period $clk_period

set non_clock_inputs [all_inputs -no_clocks]
set_input_delay [expr $clk_period * $clk_io_pct] -clock clk0 $non_clock_inputs
set_output_delay [expr $clk_period * $clk_io_pct] -clock clk0 [all_outputs]
### flow/design.v
module alu(input      [31:0] a, b, 
           input      [2:0]  alucont, 
           output reg [31:0] result,
           output            zero);
  wire [31:0] b2, sum, slt;
  assign b2 = alucont[2] ? ~b:b; 
  assign sum = a + b2 + alucont[2];
  assign slt = sum[31];
  always@(*)
    case(alucont[1:0])
      2'b00: #50 result = a & b;
      2'b01: #50 result = a | b;
      2'b10: #50 result = sum;
      2'b11: #50 result = slt;
    endcase
  assign zero = (result == 32'b0);
endmodule
==> notes.org <==
#+TITLE: Physical design notes

** Run status
- The run finished with clean final reports.

** Final timing
- Unrepaired setup endpoints after global routing :: false
- Final critical-path setup slack :: 7716 ps
- Max Clock Freq :: 82.75 MHz
- The smallest clock period supported by the final layout is computed as 12,080 ps.
- Setup total negative slack on the finished layout was measured at 0 ps.
- Per the final timing report, the hold violations number 0.
- Worst Tran Pin Value :: 917.4 ps
- In this run the tightest slew margin relative to its limit is 38.84%.
- Final Max-Slew Violation Tally :: 0
- Post-layout period usage of the worst path :: 61.03%
- The final report lists the setup-violating endpoint count as 0.

** Floorplanning
- Row generation in the floorplan step produced 28 rows.
- The chip occupies 0.006566 mm^2.
- The core region is approximately 0.006 mm^2.
- DIE HEIGHT :: ~80 um
- I/O pins :: 100
- Width of the die :: 81.03 um
- Share of the core filled by cells before placement :: a little over half

** Synthesis
- A synthesized cell averages 6.909 um^2.
- Yosys warning total :: 1
- Per the synthesis report, the number of distinct cell types is a little under 70.
- The synthesized netlist has a Yosys-reported chip area of 0.003123 mm^2.
- Post-synthesis instance area :: 0.003123 mm^2
- Synthesis handed over a netlist of approximately 450 instances.
- Per the Yosys statistics, synthesis produced 452 cells.
- Of the synthesized area, sequential elements account for 0%.

** Global route
- The initial antenna violation count was 0.
- Total Routing Usage GR :: just under 30%
- Largest net degree at the start of global routing :: slightly above 40
- First-pass GRT wire length :: roughly 15,000 um
- Vias in the first global route :: 3,193
- Overflow left after global routing :: 0

** Finish
- Clock buffer cells :: 0
- The post-route netlist has 3.774% of its cells at a drive strength greater than 1.
- Commonest non-fill, non-tap cells in the layout :: clkdlybuf4s50_1, nand2_1, a21oi_1
- The design has 0 sequential cells.
- Area growth syn-to-layout :: 32.45%
- Area of all sequential standard cells :: 0 um^2
- Non-filler cells, final :: between 600 and 700
- The top cell type in the final layout, fill and taps aside, is clkdlybuf4s50_1.

** Route
- Residual DRC count :: 0
- DRT Pass-1 Iters :: 5
- Per the detail_route report, vias per standard cell equal about 6.1.
- Wire per inst :: 15.93 um
- Starting DRT DRC Count :: 234
- Ant. Diodes :: 0
- Routed wire length :: 9638 um
- Residual antenna-violating net count after detailed routing :: 0
- DR vias :: 3,694

** Setup path
- The worst setup path is captured at a primary output.
- Category of the worst setup path launch point :: primary input
- Critical path data arrival time :: slightly above 8000 ps
- Data on the critical path is required at its endpoint by between 15,000 and 20,000 ps.
- CP Max Fanout :: 34
- Startpoint-to-endpoint class of the critical path :: primary input to primary output

** Pwr
- Largest vdd supply drop :: 0.02288 mV
- Power comes to about 0.00016 W.
- The report lists the power per cell area as 38.74 mW/mm^2.
- For this design the static power due to leakage is around 1.6 nW.

** Placed design
- Per the gpl log, the routability congestion estimate is 0.9523.
- Summed over all nets, the half-perimeter wirelength after detailed placement is approximately 7700 um.
- Worst slack at placement :: 7703 ps
- Per the placement report, the placed cell count is roughly 610.
- The placement report lists the number of port buffers as 100.

** Min path
- Hold Path Depth :: 4
- Min-delay src :: a[25]
- Worst hold path endpoint :: result[25]
- Kind of path behind the tightest hold check :: primary input to primary output

** Clock network
- Post-CTS setup buffers :: 0
- For this design, the CTS-stage hold fixing added 0 buffers.
- Post-CTS repair changed the size of 0 cells.

** Flow run
- Max capacitance violation total :: 0
- OpenROAD warnings :: 36
==> worst max-delay path: stages <==
cell,delay (ps)
buf_2,80
buf_4,460
mux2i_1,300
fa_1,480
nor2b_1,190
o2111ai_2,180
a211oi_1,490
o31ai_1,120
a32o_1,310
a211oi_2,280
nand4_1,140
nor4_1,390
nand2_1,110
nor4_2,140
clkdlybuf4s50_1,500
==> cell usage after synthesis (all sizes together) (3+ instances only) <==
cell type  count  area share (%)
a211o          3            0.84
inv            9             1.1
clkbuf        21             2.5
o22ai          4            0.80
ha            33              13
nor4           7             1.6
and2           6             1.2
o211ai         3            0.72
nor2          20             2.5
a32o           4             1.3
a31o           3            0.84
buf            6             1.1
xor2          36              10
a31oi          4             1.3
nor2b          5             1.0
a21o          10             2.4
o21a           6             1.4
xnor2         12             3.4
mux2i          5             1.6
o31ai          6             1.4
nand3         13             2.1
or3            7             1.4
nor3b          3            0.72
nand2b         7             1.4
a221oi         3            0.84
nand2         51             6.1
nor3           4            0.64
or2            3            0.60
nand4         11             2.2
o2111ai        5             1.6
maj3          22             7.1
o32ai          4             1.1
a22oi          4            0.96
o21ai         33             5.3
a211oi         7             1.8
a21oi         43             7.1
==> how the worst max path moves through the flow <==
stage,from,endpoint,slack [ps]
4_1_cts,alucont[2],zero,7700
6_report,alucont[2],zero,7720
5_1_grt,alucont[2],zero,7300
==> per-layer routing <==
metal  vias to the layer above  global-route usage (%)  routed length [um]
met2                       161                   50.50                4349
met3                         4                   3.307                 735
met5                         -                       0                   0
met1                      1636                   42.21                4469
li1                       1893                       -                   -
met4                         0                   2.500                  83
==> power breakdown <==
part | total, W | switching (W) | internal [W]
Sequential | 0 | 0 | 0
Clock | 0 | 0 | 0
Combinational | 0.000160 | 0.0000826 | 0.0000777
Total | 0.000160 | 0.0000826 | 0.0000777
==> cells by family after synthesis <==
logic type	Yosys count	synth area share, %
buffers and inverters	37	4.848
adder cells (fa/ha/maj)	56	20.91
AND-OR/OR-AND	161	35.66
multiplexers	6	1.963
AND/OR/NAND/NOR	144	23.16
XOR/XNOR	48	13.46
==> final cells by class <==
class / instances / area, um^2
Tap cell: 75 / 93.84
Fill cell: 499 / 1819
Multi-Input combinational cell: 415 / 2972
Inverter: 10 / 37.54
Timing Repair Buffer: 105 / 1033
==> per-stage QoR <==
| step | hold WS [ps] | util (%) | cell area, um^2 |
|---|---|---|---|
| 2_1_floorplan | 8067 | - | 3123 |
| 3_3_place_gp | 8995 | 69.45 | 4136 |
| 3_5_place_dp | 9002 | 69.45 | 4136 |
| 4_1_cts | 9015 | 69.45 | 4136 |
| 5_1_grt | 9044 | 69.45 | 4136 |
| 6_report | 8999 | 69.45 | 4136 |
No activity file was given, so power comes from the tool's default toggle rates.
