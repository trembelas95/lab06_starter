==> design/flow/config.mk <==
export PLATFORM = sky130hd
export DESIGN_NAME = pr_id_ex
export DESIGN_NICKNAME = pr_id_ex
export VERILOG_FILES = /design/flow/design.v
export SDC_FILE = /design/flow/constraint.sdc
export NUM_CORES = 4
export LEC_CHECK = 1
export CORE_UTILIZATION = 50
==> design/flow/constraint.sdc <==
current_design pr_id_ex

set clk_period 1.0
set clk_io_pct 0.2

create_clock -name clk0 -period $clk_period [get_ports {clk}]

set non_clock_inputs [all_inputs -no_clocks]
set_input_delay [expr $clk_period * $clk_io_pct] -clock clk0 $non_clock_inputs
set_output_delay [expr $clk_period * $clk_io_pct] -clock clk0 [all_outputs]
==> design/flow/design.v <==
module pr_id_ex(
    input             clk, reset,
    input      [31:0] id_rdA,
    input      [31:0] id_rdB,
    input      [31:0] id_imm,    
    input             id_isLoad,
    input       [2:0] id_alucont,
    input             id_aluSrc,
    input       [1:0] id_forwardA,
    input       [1:0] id_forwardB,
    input             id_memWrite,
    input             id_ldstBypass,
    input             id_memToReg,
    input       [4:0] id_rd,
    input             id_regWrite,
    output reg [31:0] ex_rdA,
    output reg [31:0] ex_rdB,
    output reg [31:0] ex_imm,
    output reg        ex_isLoad,
    output reg  [2:0] ex_alucont,
    output reg        ex_aluSrc,
    output reg  [1:0] ex_forwardA,
    output reg  [1:0] ex_forwardB,
    output reg        ex_memWrite,
    output reg        ex_ldstBypass,
    output reg        ex_memToReg,
    output reg  [4:0] ex_rd,
    output reg        ex_regWrite
);
always @(posedge clk, posedge reset)
    if (reset) begin
        ex_rd       <= 5'h0;   
        ex_regWrite <= 1'b0;   
        ex_memWrite <= 1'b0;   
    end else begin
        ex_rdA        <= #10 id_rdA;
        ex_rdB        <= #10 id_rdB;
        ex_imm        <= #10 id_imm;
        ex_isLoad     <= #10 id_isLoad;
        ex_alucont    <= #10 id_alucont;
        ex_aluSrc     <= #10 id_aluSrc;
        ex_forwardA   <= #10 id_forwardA;
        ex_forwardB   <= #10 id_forwardB;
        ex_memWrite   <= #10 id_memWrite;
        ex_ldstBypass <= #10 id_ldstBypass;
        ex_memToReg   <= #10 id_memToReg;
        ex_rd         <= #10 id_rd;
        ex_regWrite   <= #10 id_regWrite;
    end
endmodule
==> design/flow/run.sh <==
#!/bin/bash
# OpenROAD 26Q1-2900-gdf79404cd8, Yosys 0.63+post, stock flow scripts
make -C /OpenROAD-flow-scripts/flow DESIGN_CONFIG=/design/flow/config.mk WORK_HOME=/design/flow/orfs finish
==> results_slide.txt <==
Physical Implementation Snapshot

Synth
  • Register bit count reported by yosys: 114
  • Count of yosys warnings during synthesis: 1
  • Library cell with the largest summed area after synthesis: sky130_fd_sc_hd__edfxtp_1
  • Total cell area reported by yosys after synthesis: 3390 µm²
  • Synth top area share: 0.947
  • Cells after synthesis: roughly 120
  • Multiplexer share of the synthesized area: 0
  • Count of distinct cell types in the synthesized netlist: 3
  • Adder Area Share: 0
  • Netlist Area Pre-Place: 3390 µm²
  • Number of standard cells reported by yosys: 115
  • Xor and xnor area share after synthesis: 0
  • Compound-Gate Fraction of Synth Area: 0
  • Register area share after synthesis: 0.999
  • Avg Synthesized Cell Area: 29.5 µm²
  • Post-synth area hogs: sky130_fd_sc_hd__edfxtp_1, sky130_fd_sc_hd__dfrtp_1, sky130_fd_sc_hd__inv_1
  • Dominant kind of combinational cell: buffers and inverters
  • Simple-gate area share of the yosys netlist: 0

Place
  • Last weighted congestion value of the routability-driven placer: 0.796
  • Buffers on Ports: between 200 and 250

Die
  • Die Span X: ~84 µm
  • Total number of placement rows: 29
  • Die span in y: 84.4 µm
  • I/O pin count: approximately 230
  • Core utilization at floorplan: 0.525

Outcome
  • Last stage: detailed placement (3_5_place_dp)
  • Stop err: [ERROR DPL-0036] Detailed placement failed.
  • Status: did not finish
[cells by family after synthesis]
group | count (synthesis)
buffers and inverters | 1
DFF | 114
[cell usage after synthesis (all sizes together)]
| cell | n |
|---|---|
| inv | 1 |
| dfrtp | 7 |
| edfxtp | 107 |
[through the flow]
step | hold WS [ns] | total power, mW | setup slack (ns)
global placement | 0.644 | 6.99 | -0.441
floorplan | 0.231 | 5.80 | -1.23
Power is estimated from default activity; no workload was simulated.
